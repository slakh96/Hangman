### flow/design.v
module Hangman(SW, HEX0, HEX1, HEX2, HEX3, HEX4, HEX5, HEX6, KEY, LEDR, CLOCK_50);
		localparam num_wrong_guesses_allowed = 4;
		localparam word_length = 4;
		input [9:0] SW;  
		input [3:0] KEY;  
		input CLOCK_50;
		output [6:0] HEX0, HEX1, HEX2, HEX3, HEX4, HEX5, HEX6;
		output [9:0] LEDR;  
		reg [5:0] Dash = 6'h0;
		reg [5:0] letter1 = 6'h1C;  
		reg [5:0] letter2 = 6'h1D;  
		reg [5:0] letter3 = 6'hA;  
		reg [5:0] letter4 = 6'h22;  
		reg [5:0] letter5 = 6'h21;  
		wire enable_l1, enable_l2, enable_l3, enable_l4, game_won, game_lost, correct_guess;
		wire [5:0] letter1display, letter2display, letter3display, letter4display;
		wire [1:0] random;
		wire [5:0] l1, l2, l3, l4, counter_val;
		rate_divider rate0(
			.resetn(SW[9]),
			.CLOCK_50(CLOCK_50),
			.enable(1'b1),  
			.counter_val(counter_val)
		);
		controller c0(
			.clk(CLOCK_50),
			.resetn(SW[9]),
			.go(KEY[3]),
			.guess(SW[5:0]),
			.start_new_game(KEY[0]),
			.letter1(letter1),
			.letter2(letter2),
			.letter3(letter3),
			.letter4(letter4),
			.timer(counter_val),
			.enable_l1(enable_l1),
			.enable_l2(enable_l2),
			.enable_l3(enable_l3),
			.enable_l4(enable_l4),
			.game_lost(game_lost),
			.game_won(game_won),
			.correct_guess(correct_guess)
		);
		datapath d0(
			.clk(CLOCK_50),
			.resetn(SW[9]),
			.enable_l1(enable_l1),
			.enable_l2(enable_l2),
			.enable_l3(enable_l3),
			.enable_l4(enable_l4),
			.game_won(game_won),
			.game_lost(game_lost),
			.dash(Dash),
			.letter1(letter1),
			.letter2(letter2),
			.letter3(letter3),
			.letter4(letter4),
			.letter1display(letter1display),
			.letter2display(letter2display),
			.letter3display(letter3display),
			.letter4display(letter4display)
		);
		assign LEDR[0] = correct_guess;
		assign LEDR[1] = ~correct_guess;
		assign LEDR[2] = game_lost;
		assign LEDR[3] = game_won;
		assign LEDR[9:4] = counter_val;
		hangman_hex H3(
       .hex_digit(letter1display),
       .segments(HEX3)
       );
		hangman_hex H2(
       .hex_digit(letter2display),
       .segments(HEX2)
       );
		hangman_hex H1(
       .hex_digit(letter3display),
       .segments(HEX1)
       );
		hangman_hex H0(
       .hex_digit(letter4display),
       .segments(HEX0)
       );
		hexdecoder H4( 
			.A(counter_val[3]),
			.B(counter_val[2]),
			.C(counter_val[1]),
			.D(counter_val[0]),
			.hex0(HEX4[0]),
			.hex1(HEX4[1]),
			.hex2(HEX4[2]),
			.hex3(HEX4[3]),
			.hex4(HEX4[4]),
			.hex5(HEX4[5]),
			.hex6(HEX4[6])
		);
endmodule
module controller(
	input clk,
	input resetn, 
	input go,
	input [5:0] guess,
	input start_new_game,
	input [5:0] letter1,
	input [5:0] letter2,
	input [5:0] letter3,
	input [5:0] letter4,
	input [5:0] timer,
	output reg enable_l1,
	output reg enable_l2,
	output reg enable_l3,
	output reg enable_l4,
	output reg game_lost,
	output reg game_won,
	output correct_guess
	);
	parameter max_num_wrongs = 4;
	 reg [3:0] current_state, next_state, num_wrongs;
    localparam  S_START         = 4'd0,
                S_START_WAIT    = 4'd1,
                S_CORRECT       = 4'd2,
                S_CORRECT_WAIT  = 4'd3,
                S_INCORRECT     = 4'd4,
                S_INCORRECT_WAIT= 4'd5,
                S_WIN           = 4'd6,
                S_LOSE          = 4'd7,
					 S_WIN_WAIT      = 4'd8,
					 S_LOSE_WAIT     = 4'd9;
    always@(*)
    begin: state_table 
            case (current_state)
					S_START: begin
						if (timer == 0)
							next_state = S_LOSE;
						else if (go)
							next_state = S_START_WAIT;
						else
							next_state = S_START;
						end
					S_START_WAIT: begin
						if (timer == 0)
							next_state = S_LOSE;
						else if (go)
							next_state = S_START_WAIT;
						else begin
							if ((letter1 == guess) | (letter2 == guess) | (letter3 == guess) | (letter4 == guess))
								next_state = S_CORRECT;
							else
								next_state = S_INCORRECT;
						end
					end
					S_CORRECT: begin
						if (timer == 0)
							next_state = S_LOSE;
						else if (enable_l1 && enable_l2 && enable_l3 && enable_l4)
							next_state = S_WIN;
						else if (go)
							next_state = S_CORRECT_WAIT;
						else
							next_state = S_CORRECT;
					end
					S_CORRECT_WAIT: begin
						if (timer == 0)
							next_state = S_LOSE;
						else if (go)
							next_state = S_CORRECT_WAIT;
						else begin
							if ((letter1 == guess) | (letter2 == guess) | (letter3 == guess) | (letter4 == guess))
								next_state = S_CORRECT;
							else
								next_state = S_INCORRECT;
						end
					end
					S_INCORRECT: begin
						if (timer == 0)
							next_state = S_LOSE;
						else if (num_wrongs >= max_num_wrongs)
							next_state = S_LOSE;
						else if (go)
							next_state = S_INCORRECT_WAIT;
						else
							next_state = S_INCORRECT;
					end
					S_INCORRECT_WAIT: begin
						if (timer == 0)
							next_state = S_LOSE;
						else if (go)
							next_state = S_INCORRECT_WAIT;
						else begin
							if ((letter1 == guess) | (letter2 == guess) | (letter3 == guess) | (letter4 == guess))
								next_state = S_CORRECT;
							else
								next_state = S_INCORRECT;
						end
					end
					S_WIN: begin
						if (start_new_game)
							next_state = S_WIN_WAIT;
						else
							next_state = S_WIN;
					end
					S_WIN_WAIT: begin
						if (!start_new_game)
							next_state = S_START;
						else
							next_state = S_WIN_WAIT;
					end
					S_LOSE: begin
						if (start_new_game)
							next_state = S_LOSE_WAIT;
						else
							next_state = S_LOSE;
					end
					S_LOSE_WAIT: begin
						if (!start_new_game)
							next_state = S_START;
						else
							next_state = S_LOSE_WAIT;
					end
            default:     next_state = S_START;
        endcase
    end  
	always @(*)
	begin: enable_signals
		case (current_state)
			S_START: begin
				num_wrongs = 0;
				enable_l1 = 0;
				enable_l2 = 0;
				enable_l3 = 0;
				enable_l4 = 0;
				game_won = 0;
				game_lost = 0;
			end
			S_CORRECT: begin
				if (guess == letter1)
					enable_l1 = 1;
				if (guess == letter2)
					enable_l2 = 1;
				if (guess == letter3)
					enable_l3 = 1;
				if (guess == letter4)
					enable_l4 = 1;
			end
			S_INCORRECT: begin
				num_wrongs = num_wrongs + 1'b1;
			end
			S_WIN:
				game_won = 1;
			S_LOSE:
				game_lost = 1;
		endcase
	end  
    always @(posedge clk)
	 begin
		if (!resetn)
			current_state <= S_START;
		else
			current_state <= next_state;
	 end
	 assign correct_guess = (letter1 == guess) | (letter2 == guess) | (letter3 == guess) | (letter4 == guess);
endmodule
module datapath(
	input clk,
	input resetn,
	input enable_l1,
	input enable_l2,
	input enable_l3,
	input enable_l4,
	input game_lost,
	input game_won,
	input [5:0] dash,
	input [5:0] letter1,
	input [5:0] letter2,
	input [5:0] letter3,
	input [5:0] letter4,
	output reg [5:0] letter1display,
	output reg [5:0] letter2display,
	output reg [5:0] letter3display,
	output reg [5:0] letter4display
	);
	always @(posedge clk)
	begin
		if (enable_l1)
			letter1display = letter1;
		else
			letter1display = dash;
		if (enable_l2)
			letter2display = letter2;
		else
			letter2display = dash;
		if (enable_l3)
			letter3display = letter3;
		else
			letter3display = dash;
		if (enable_l4)
			letter4display = letter4;
		else
			letter4display = dash;
	end
endmodule
module hangman_hex(hex_digit, segments);
    input [5:0] hex_digit;
    output reg [6:0] segments;
    always @(*)
        case (hex_digit)
	    6'h0: segments = 7'b111_0111;  
            6'hA: segments = 7'b000_1000;  
            6'hB: segments = 7'b110_0011;  
            6'hC: segments = 7'b100_0110;  
            6'hD: segments = 7'b010_0001;  
            6'hE: segments = 7'b000_0110;  
            6'hF: segments = 7'b000_1110;  
            6'h10: segments = 7'b1000010;  
            6'h11: segments = 7'b0001001;  
            6'h12: segments = 7'b1001111;  
            6'h13: segments = 7'b1100001;  
            6'h15: segments = 7'b1000111;  
            6'h17: segments = 7'b0101001;  
            6'h18: segments = 7'b1000_000;  
            6'h19: segments = 7'b0001100;  
            6'h1A: segments = 7'b0011000;  
            6'h1B: segments = 7'b0101111;  
            6'h1C: segments = 7'b0010010;  
            6'h1D: segments = 7'b0000111;  
            6'h1E: segments = 7'b1000001;  
            6'h22: segments = 7'b0010001;  
            default: segments = 7'h7f;
        endcase
endmodule
module randomizer(clock, reset, num, letter1, letter2, letter3, letter4);
    input clock, reset;
    input [1:0] num;
    output reg [5:0] letter1, letter2, letter3, letter4;
always @(posedge clock, posedge reset)
        case (num)
	          2'd0:  
              begin
              letter1 = 6'h1C;
              letter2 = 6'h1D;
              letter3 = 6'hA;
              letter4 = 6'h22;
              end
            2'd1:  
              begin
              letter1 = 6'hD;
              letter2 = 6'hA;
              letter3 = 6'h1B;
              letter4 = 6'h17;
              end
            2'd2:  
              begin
              letter1 = 6'h15;
              letter2 = 6'h12;
              letter3 = 6'hF;
              letter4 = 6'hE;
              end
            2'd3:  
              begin
              letter1 = 6'h11;
              letter2 = 6'hE;
              letter3 = 6'hA;
              letter4 = 6'hD;
              end
            default:
              begin
              letter1 = 6'hA;
              letter2 = 6'hB;
              letter3 = 6'hC;
              letter4 = 6'hD;
              end
        endcase
endmodule
module lfsr (out, clk, rst);
  output reg [1:0] out;
  input clk,
  rst;
  wire feedback;
  assign feedback = ~(out[1] ^ out[0]);
  always @(posedge clk, posedge rst)
    begin
      if (rst)
        out = 2'b0;
      else
        out = {out[0],feedback};
    end
endmodule
module hexdecoder(A,B,C,D, hex0, hex1, hex2, hex3, hex4, hex5, hex6);
	input A, B, C, D;
	output hex0, hex1, hex2, hex3, hex4, hex5, hex6;
	assign hex0 =  ~A & ~B & ~C & D |
	~A & B & ~C & ~D |
	A & ~B & C & D |
	A & B & ~C & D;
	assign hex1 = ~A & B & ~C & D |
	A & C & D |
	B & C & ~D |
	A & B & ~D;
	assign hex2 = A & B & ~D |
	~A & ~B & C & ~D |
	A & B & C;
	assign hex3 = ~A & B & ~C & ~D |
	~A & ~B & ~C & D |
	A & ~B & ~C & D |
	B & C & D |
	A & ~B & C & ~D;
	assign hex4 = ~A & B & ~C |
	~A & D |
	~B & ~C & D;
	assign hex5 = A & B & ~C & D |
	~A & ~B & D |
	~A & C & D |
	~A & ~B & C;
	assign hex6 = ~A & ~B & ~C|
	~A & B & C & D |
	A & B & ~C & ~D;
endmodule	
module rate_divider(resetn, counter_val, CLOCK_50, enable);
input resetn;
input CLOCK_50;
input enable;
output[5:0] counter_val;
wire [27:0] delay_value;
wire [5:0]output_of_counter;
wire toggle_enable_for_hex_counter;
wire[27:0] period_val;
assign period_val = 28'b0000000000000000000000001001; 
RateDelay r1(
	.d(period_val), 
	.clock(CLOCK_50),
	.reset_n(resetn),
	.q(delay_value), 
	.toggle_enable_for_hex_counter(toggle_enable_for_hex_counter)
);
counter_to_hex c1(
	.d(6'b100000), 
	.clock(CLOCK_50),
	.reset_n(resetn),
	.par_load(1'b0), 
	.second_passed(toggle_enable_for_hex_counter), 
	.time_limit(6'b000111),  
	.enable(1'b1), 
	.q(output_of_counter)
);
assign counter_val[5:0] = output_of_counter[5:0];
endmodule
module counter_to_hex(d, clock, reset_n, par_load, enable, time_limit, second_passed, q);
	input[5:0] d; 
	input clock; 
	input reset_n; 
	input par_load; 
	input second_passed; 
	input [5:0] time_limit;
	input enable;
	output reg[5:0] q;
	always @(posedge clock) 
	begin
	if (reset_n == 1'b0)
				q <= time_limit;
	else if (enable == 1'b1)
		begin
			if (par_load == 1'b1)
				q <= d;
			else if (second_passed == 1'b1)
				begin
					if (q == 6'b000000)
						q <= time_limit;
					else
						q <= q - 6'b000001;
				end
		end
	end
endmodule
module RateDelay(d, clock, reset_n, q, toggle_enable_for_hex_counter);
	input[27:0] d; 
	input clock; 
	input reset_n; 
	output reg [27:0]q;
	output reg toggle_enable_for_hex_counter;
	always @(posedge clock)
	begin
		if (reset_n == 1'b0) 
			begin
				q <= 28'b0000000000000000000000000000;
				toggle_enable_for_hex_counter <= 1'b0;
			end
		else
			begin
				if (q == d) 
					begin
						q <= 28'b0000000000000000000000000000;
						toggle_enable_for_hex_counter <= 1'b1;
					end
				else  
					begin
						q <= q + 1'b1;
						toggle_enable_for_hex_counter <= 1'b0;
					end
			end
	end
endmodule
### flow/constraint.sdc
current_design Hangman

set clk_period 3.4
set clk_io_pct 0.2

create_clock -name clk0 -period $clk_period [get_ports {CLOCK_50}]

set non_clock_inputs [all_inputs -no_clocks]
set_input_delay [expr $clk_period * $clk_io_pct] -clock clk0 $non_clock_inputs
set_output_delay [expr $clk_period * $clk_io_pct] -clock clk0 [all_outputs]
### flow/run.sh
#!/bin/bash
# OpenROAD 26Q1-2900-gdf79404cd8, Yosys 0.63+post, stock flow scripts
make -C /OpenROAD-flow-scripts/flow DESIGN_CONFIG=/design/flow/config.mk WORK_HOME=/design/flow/orfs finish
### flow/config.mk
export PLATFORM = sky130hd
export DESIGN_NAME = Hangman
export DESIGN_NICKNAME = Hangman
export VERILOG_FILES = /design/flow/design.v
export SDC_FILE = /design/flow/constraint.sdc
export NUM_CORES = 4
export LEC_CHECK = 1
export CORE_UTILIZATION = 40
==> notes.md <==
The implementation run finished. The run finished with clean final reports. For the pin with the worst max-slew slack, the measured transition is 0.5039 ns. Area fraction in and, or, nand and nor cells landed at 24.57%.

dfxtp_1 takes more of the synthesized area than any other cell. In this run, CTS created clock tree buffers numbering 5. 17 endpoints have no timing constraint. Looking at the critical path, the highest net fanout was 3. Required time of the critical path landed at 2.72 ns. STA lists the startpoint of the worst register-to-register path as rate0.r1.q[0]. The worst setup path is captured at a primary output. In the final report, the number of hold violations comes to 0.

DRC marker count from the first detailed-route iteration landed at 82. Delay of the slowest critical-path stage landed at 0.52 ns. Number of max-cap violations landed at 0. According to the timing report, the critical path is launched from SW[0].

Via count of the first global-routing pass landed at 2028. Share of the cycle needed by the critical path after routing landed at 92.54%. By instance count after routing, the leading logic cell types are dfxtp_1, clkdlybuf4s50_1, nor2_1. The core region is 7331 µm². The routed design shows a wire length per standard cell of 11.41 µm. Number of setup buffers added after CTS landed at 0. Number of hold buffers added after cts landed at 0.

Among the stages of the critical path, the cell type that occurs most often is clkdlybuf4s50_1. Number of pins exceeding their max-slew limit in the final report landed at 0. Count of final setup violators landed at 0. Summing all multi-input logic gate instances after layout gives 1474 µm². During placement, the flow inserted port buffers numbering 44. Detailed-route wire length landed at 5489 µm.

Share of cells above drive strength 1 landed at 3.665%. After global routing the overflow that remains totals 0. The clock period could shrink to 3.146 ns. Top achievable clock speed landed at 317.8 MHz. Total via count after detailed routing landed at 2386. For reference, the clock transition at the flip-flops on the worst setup and hold paths is 0.10 ns. The highest supply drop recorded on VDD is 0.0001954 V. Multiplexer share of the synthesized area landed at 0.3265%. Mean area per synthesized cell landed at 8.218 µm².

The synthesized netlist handed to floorplanning was reported with a cell count of 373. STA lists the startpoint of the worst hold path as c0.current_state[6]. Per the summary, power density relative to cell area is 301.7 nW/µm². For this run, the number of Yosys warnings is 24. By area, the combinational part of the netlist is dominated by simple AND/OR/NAND/NOR gates. After clock tree synthesis, the repair step resized 0 gates. Post-detailed-route count of antenna-violating nets landed at 0. After routing the design area is 3358 µm².

By area the synthesized netlist is led by dfxtp_1, buf_4, nor2_1, dlxtn_1, xnor2_1. Arrival time of the worst setup path landed at 2.47 ns. For the final database, setup skew stands at 0.01080 ns.

Die span in x landed at 89.54 µm. The type recorded for the worst min-delay path is flip-flop to flip-flop. The die covers 8017 µm². Ratio of routed vias to standard cells landed at 4.960. The synthesized design contains 0 enable-type register cells. Area added between synthesis and finish landed at 9.551%. The placement stage leaves a total instance area of 3264 µm². The tree is rooted in a clkbuf_8. Counting distinct cell types in the post-synthesis netlist gives 48.

Area taken by flip-flops and latches landed at 1151 µm². Cell area after synthesis landed at 3065 µm². The worst setup path is launched from an input port.

Starting density of the core landed at 41.82%. Maximum clock insertion buffer count landed at 2. For this run, the leading register cell type out of synthesis is dfxtp_1. Overall fraction of global-route tracks in use landed at 14.54%. Synthesized flop and latch total landed at 60. The cell sequence reported for the critical path is clkdlybuf4s50_1 -> nor4b_1 -> a2bb2oi_1 -> inv_1 -> clkdlybuf4s50_1. First-pass GRT wire length landed at 9183 µm. The critical path is of the input port to primary output type.

Pin placement for this block handled 74 I/O pins. Adding up every negative setup slack in the final design gives 0 ns. The report lists the number of standard-cell rows as 31. Fill cells in the final layout number 694. Final estimated routing congestion in global placement landed at 0.8505. Detailed placer's ending HPWL landed at 3850 µm.

In this run, the synthesized area fraction spent on AND-OR/OR-AND gates is recorded as 12.20%. TritonRoute reported its final design rule violation total as 0. Across all checked pins, the minimum headroom to the slew limit is 65.93%. The routed design ends up with an antenna cell count of 0. For this run, the chip area from Yosys synthesis comes to 3065 µm². Post-synthesis adder-cell area fraction landed at 2.041%.

Across all stage logs, warnings added up to 32. Count of instantiated cells in the yosys netlist landed at 373. The clock tree synthesis step divided the H-tree into 2 levels. For this run, the detailed router's first-pass iteration total came to 4. Setup repair after global routing left no endpoint under its margin. Count of unclocked register or latch pins landed at 10. The slowest stage of the critical path belongs to the cell nor4b_1. Insertion delay at the late pin of the worst-skew pair landed at 0.31 ns.

TritonCTS built the clock tree. Share of flip-flops with an asynchronous set or reset after synthesis landed at 0%. The leakage component of the power was reported as 1.254 nW. The synthesized netlist devotes 6.000% of its cell area to XOR and XNOR gates. Maximum number of pins on one net before global-route repair landed at 29.

Initial antenna violation count landed at 0. The die is 89.54 µm tall. Among logic cells in the layout, the one with the most instances is dfxtp_1. The area fraction of the largest cell type after synthesis is 32.65%.
==> sequential cells by signal (all words and copies together) (netlist names) <==
name / cells
rate0.r1.q: 28
c0.current_state: 10
rate0.c1.q: 6
c0.num_wrongs: 4
HEX1: 2
HEX0: 1
HEX2: 1
HEX3: 1
c0.enable_l1: 1
c0.enable_l2: 1
c0.enable_l3: 1
c0.enable_l4: 1
c0.game_lost: 1
c0.game_won: 1
rate0.r1.toggle_enable_for_hex_counter: 1
==> cell type report <==
class                   count  share of cell area, %
multi-input cells         251                  43.89
flip-flops and latches     60                  34.28
repair buffers             45                  13.34
well taps                  99                  3.689
clock buffers               5                  2.049
inverters                  18                  2.012
clock inverters             3                 0.7452
==> metal layers <==
| layer | up-vias | track usage, % | part of all wire (%) |
|---|---|---|---|
| met1 | 1104 | 22.03 | 51 |
| met4 | 0 | 1.299 | 0.77 |
| li1 | 1236 | - | - |
| met3 | 5 | 1.873 | 3.2 |
| met5 | - | 0 | 0 |
| met2 | 41 | 23.55 | 45 |
==> report_power, final <==
group          internal [W]   total, W  switching [W]
combinational     0.0000253  0.0000520      0.0000266
clock              0.000149   0.000356       0.000208
sequential         0.000597   0.000605     0.00000737
==> Yosys cell counts, types with 10 or more instances <==
cell type,instances
a21oi_1,22
inv_1,18
xnor2_1,14
nand3_1,11
or4_1,10
nor2_1,43
o21ai_0,10
dlxtn_1,10
buf_4,52
nand2_1,19
o31ai_1,12
dfxtp_1,50
==> worst max-delay path, delay by kind of cell <==
kind | cells | cell delay, ns
compound gates | 1 | 0.21
buf+inv | 3 | 1.06
simple gates | 1 | 0.52
==> final timing paths <==
path | to | slack [ns] | cells after the start
min | c0.current_state[6] | 0.48 | 2
max | LEDR[0] | 0.25 | 5
min reg2reg | c0.current_state[6] | 0.48 | 2
max reg2reg | rate0.r1.q[26] | 1.25 | 5
==> logic make-up (layout without fill, tap and decap cells) <==
family / after synthesis / after routing
XOR/XNOR: 21 / 21
AND/OR/NAND/NOR: 140 / 140
adder cells (fa/ha/maj): 5 / 5
multiplexers: 1 / 1
latches: 10 / 10
flip-flops: 50 / 50
buffers and inverters: 84 / 71
other: 2 / 24
AND-OR/OR-AND: 60 / 60
==> metrics by stage <==
step / utilization [%] / hold WS [ns] / total power, W / setup WS, ns / instances
5_1_grt: 45.81 / 0.5208 / 0.001061 / 0.1218 / 481
3_3_place_gp: 44.53 / 0.4444 / 0.0006703 / 0.3221 / 473
2_1_floorplan: - / 0.4281 / 0.0006642 / 1.322 / 395
3_5_place_dp: 44.53 / 0.4551 / 0.0006705 / 0.2811 / 473
4_1_cts: 45.81 / 0.4836 / 0.001033 / 0.2817 / 481
6_report: 45.81 / 0.4781 / 0.001013 / 0.2535 / 481
Power figures rest on the tool's default switching activity, not on a simulated workload.
