==> ./design.v <==
module shifter(LEDR, SW, KEY);
	input[9:0] SW;
	input[3:0] KEY;
	output[9:0] LEDR;
	wire dig7output;
	leftest_shifterbit dig7(
		.load_value(SW[7]),
		.ASR(KEY[3]),
		.noASR(1'b0),
		.shift(KEY[2]),
		.load_n(KEY[1]),
		.clk(KEY[0]),
		.reset_n(SW[9]),
		.out(dig7output)
	);
	assign LEDR[7] = dig7output;
	wire dig6output;
	general_shifterbit dig6(
		.load_value(SW[6]),
		.in(dig7output),
		.shift(KEY[2]),
		.load_n(KEY[1]),
		.clk(KEY[0]),
		.reset_n(SW[9]),
		.out(dig6output)
	);
	assign LEDR[6] = dig6output;
	wire dig5output;
	general_shifterbit dig5(
		.load_value(SW[5]),
		.in(dig6output),
		.shift(KEY[2]),
		.load_n(KEY[1]),
		.clk(KEY[0]),
		.reset_n(SW[9]),
		.out(dig5output)
	);
	assign LEDR[5] = dig5output;
	wire dig4output;
	general_shifterbit dig4(
		.load_value(SW[4]),
		.in(dig5output),
		.shift(KEY[2]),
		.load_n(KEY[1]),
		.clk(KEY[0]),
		.reset_n(SW[9]),
		.out(dig4output)
	);
	assign LEDR[4] = dig4output;
	wire dig3output;
	general_shifterbit dig3(
		.load_value(SW[3]),
		.in(dig4output),
		.shift(KEY[2]),
		.load_n(KEY[1]),
		.clk(KEY[0]),
		.reset_n(SW[9]),
		.out(dig3output)
	);
	assign LEDR[3] = dig3output;
	wire dig2output;
	general_shifterbit dig2(
		.load_value(SW[2]),
		.in(dig3output),
		.shift(KEY[2]),
		.load_n(KEY[1]),
		.clk(KEY[0]),
		.reset_n(SW[9]),
		.out(dig2output)
	);
	assign LEDR[2] = dig2output;
	wire dig1output;
	general_shifterbit dig1(
		.load_value(SW[1]),
		.in(dig2output),
		.shift(KEY[2]),
		.load_n(KEY[1]),
		.clk(KEY[0]),
		.reset_n(SW[9]),
		.out(dig1output)
	);
	assign LEDR[1] = dig1output;
	wire dig0output;
	general_shifterbit dig0(
		.load_value(SW[0]),
		.in(dig1output),
		.shift(KEY[2]),
		.load_n(KEY[1]),
		.clk(KEY[0]),
		.reset_n(SW[9]),
		.out(dig0output)
	);
	assign LEDR[0] = dig0output;
endmodule
module leftest_shifterbit(load_value, ASR, noASR, shift, load_n, clk, reset_n, out);
	input load_value, ASR, noASR, shift, load_n, clk, reset_n;
	output out;
	wire ASRresultwire;
	mux2to1 ASRmux(
		.x(noASR),
		.y(out),
		.s(ASR),
		.m(ASRresultwire)
	);
	wire shiftmuxoutput;
	mux2to1 shiftmux(
		.x(ASRresultwire),
		.y(out), 
		.s(shift),
		.m(shiftmuxoutput)
	);
	wire loadmuxoutput;
	mux2to1 loadmux(
		.x(shiftmuxoutput),
		.y(load_value),
		.s(load_n),
		.m(loadmuxoutput)
	);
	wire justbeforeoutput;
	register flipflop(
		.clock(clk),
		.reset_n(reset_n),
		.d(loadmuxoutput),
		.q(out)
	);
endmodule
module general_shifterbit(load_value, in, shift, load_n, clk, reset_n, out);
	input load_value, in, shift, load_n, clk, reset_n;
	output out;
	wire shiftmuxoutput;
	mux2to1 shiftmux(
		.x(out),
		.y(in), 
		.s(shift),
		.m(shiftmuxoutput)
	);
	wire loadmuxoutput;
	mux2to1 loadmux(
		.x(load_value),
		.y(shiftmuxoutput),
		.s(load_n),
		.m(loadmuxoutput)
	);
	wire justbeforeoutput;
	register flipflop(
		.clock(clk),
		.reset_n(reset_n),
		.d(loadmuxoutput),
		.q(out)
	);
endmodule
module mux2to1(x, y, s, m);
	input x, y, s;
	output m;
	assign m = s & y | -s & x;
endmodule
module register(clock, reset_n, d, q);
	input clock, reset_n;
	input  d;
	output reg q;
	always @(posedge clock)
	begin
		if (reset_n == 1'b0)
			q <= 0;
		else
			q <= d;
	end
endmodule
==> ./run.sh <==
#!/bin/bash
# OpenROAD 26Q1-2900-gdf79404cd8, Yosys 0.63+post, stock flow scripts
make -C /OpenROAD-flow-scripts/flow DESIGN_CONFIG=/design/flow/config.mk WORK_HOME=/design/flow/orfs finish
==> ./config.mk <==
export PLATFORM = sky130hd
export DESIGN_NAME = shifter
export DESIGN_NICKNAME = shifter
export VERILOG_FILES = /design/flow/design.v
export SDC_FILE = /design/flow/constraint.sdc
export NUM_CORES = 4
export LEC_CHECK = 1
export CORE_AREA = 10 10 70 70
export DIE_AREA = 0 0 80 80
==> ./constraint.sdc <==
current_design shifter

set clk_period 1.3
set clk_io_pct 0.2

create_clock -name clk0 -period $clk_period [get_ports {KEY}]

set non_clock_inputs [all_inputs -no_clocks]
set_input_delay [expr $clk_period * $clk_io_pct] -clock clk0 $non_clock_inputs
set_output_delay [expr $clk_period * $clk_io_pct] -clock clk0 [all_outputs]
==> results_slide.txt <==
Run Summary

Status
  • Status: completed

GRT
  • Antenna violations before repair: 0
  • Total track usage: under 10%
  • First-pass GRT wire length: 1660 um
  • Total grt overflow: 0
  • Largest net degree at the start of global routing: 6
  • Vias in the first global route: 469

Synth
  • Number of synthesis warnings: 3
  • Post-Syn Area: between 300 and 400 sq um
  • Mean area per synthesized cell: 8.09 sq um
  • Chip area in the Yosys report: roughly 350 sq um
  • Register area share after synthesis: 46.0%
  • Distinct lib cells: 8
  • Yosys cell count: 43
  • Flops after synth: 8
  • Post-Synthesis Cells: approximately 43

Routing
  • Antenna Cells: 0
  • Via count: 346
  • Wirelength, routed: 1090 um
  • Wire length per cell: 9.69 um
  • First-iteration detailed-routing DRC count: 8
  • Vias per cell: 3.09
  • DRC viols: 0
  • Number of detailed-route iterations in the first pass: 4
  • ANT nets after route: 0

STA
  • Setup_tns: 0 ns
  • RSZ-0062 raised after global routing: no
  • Post-route minimum period: roughly 1.1 ns
  • WHS: 0.173 ns
  • Max-slew violations: 0
  • Max Freq: 949 MHz
  • Final clock skew: 0 ns
  • Endpoints failing setup: 0
  • Final hold viol count: 0
  • Tcrit/Tclk final: 81.0%

Finish
  • Design Area, Final: 617 sq um
  • P&R area growth vs syn: 77.3%
  • Share of cells above drive strength 1: a little under a third

Floorplanning
  • Io pins: 24
  • Chip width: 80 um
  • Die height: roughly 80 um
  • Initial Util: approximately a tenth
  • Rows: 21
  • Die area: between 0.006 and 0.007 sq mm
  • Core area: 0.00342 sq mm

Power
  • Lkg Pwr: 0.318 nW
  • Power per Cell Area: 1940 mW/mm^2
  • Peak VDD IR: 0.000644 V
  • Tot Pwr: 1.19 mW

Worst setup path
  • Crit end category: flip-flop
  • CP Class: input port to flip-flop
  • CP Launch Type: input port
  • Critical Path RT: 1.45 ns
  • Worst EP arrival: 1.20 ns
  • CP Max Fanout: 4

Placed design
  • Input/output buffers: 17
  • Dpl hpwl: about 730 um
  • RD Place Congestion: 0.735
  • Post-DP Area: 504 sq um

CTS
  • CTS tree: yes
  • Worst-Skew Late Latency: 0.22 ns
  • Clk slew on worst S/H paths: around 0.040 ns

Run
  • # Max-Cap Violations: 0
  • OpenROAD warning count: 91

Hold path
  • Hold WC Path Type: clock port to flip-flop
==> power by group <==
group	switching [mW]	internal (mW)
logic	0.0461	0.175
clock network	0.210	0.344
registers	0.0511	0.369
total	0.307	0.887
==> flip-flops by register name, summed over array words and instances (netlist names) <==
name             flops
dig0.flipflop.q      1
dig1.flipflop.q      1
dig2.flipflop.q      1
dig3.flipflop.q      1
dig4.flipflop.q      1
dig5.flipflop.q      1
dig6.flipflop.q      1
dig7.flipflop.q      1
==> layer usage <==
layer	part of all wire, %	up-vias	routed length, um	GRT usage (%)
li1	-	172	-	-
met1	40	140	430	2.61
met2	31	34	339	2.41
met3	29	0	315	8.30
met4	0	0	0	2.46
met5	0	-	0	5.83
==> cell families after synthesis <==
| family | synth area share (%) |
|---|---|
| AOI/OAI and AO/OA | 21.6 |
| and+or+nand+nor | 2.16 |
| buffers and inverters | 29.1 |
| DFF | 46.0 |
| other | 1.08 |
==> metrics by stage <==
stage / util [%] / std cells / setup WS [ns]
finish: 18.1 / 112 / 0.246
global route: 18.1 / 112 / 0.187
CTS: 17.9 / 112 / 0.00460
detailed placement: 14.8 / 97 / 0.220
global placement: 14.8 / 97 / 0.221
floorplan: - / 44 / 0.323
==> worst paths after layout <==
| path | from | to | slack, ns | cells past startpoint |
|---|---|---|---|---|
| setup reg to reg | dig2.flipflop.q | dig1.flipflop.q | 0.50 | 3 |
| setup / recovery | SW[9] | dig1.flipflop.q | 0.25 | 5 |
| hold / removal | KEY[2] | dig7.flipflop.q | 0.17 | 4 |
| hold reg to reg | dig3.flipflop.q | dig2.flipflop.q | 0.55 | 2 |
==> synth_stat cells <==
cell type,n,area share [%]
nor2_1,1,1.1
o21ai_0,7,10
dfxtp_1,8,46
nand2_1,1,1.1
inv_1,7,7.6
conb_1,1,1.1
buf_4,10,22
a21oi_1,8,12
==> cell usage in the layout (no fill, tap or decap) <==
cell | netlist | routed
clkbuf_4 | 0 | 9
buf_4 | 10 | 4
a21oi_1 | 8 | 8
nor2_1 | 1 | 1
o21ai_0 | 7 | 7
clkbuf_1 | 0 | 2
dlymetal6s2s_1 | 0 | 2
inv_1 | 7 | 7
dfxtp_2 | 0 | 8
clkdlybuf4s50_1 | 0 | 9
nand2_1 | 1 | 1
conb_1 | 1 | 2
dlygate4sd2_1 | 0 | 6
==> final cells by class <==
cell class | instances | area (sq um)
Tap cell | 46 | 57.6
Inverter | 7 | 26.3
Sequential cell | 8 | 170
Fill cell | 390 | 2800
Clock buffer | 11 | 75.1
Multi-Input combinational cell | 19 | 90.1
Timing Repair Buffer | 21 | 198
==> critical path, stage by stage <==
cell             delay, ns
clkdlybuf4s50_1       0.48
nand2_1               0.05
clkbuf_4              0.13
clkbuf_4              0.15
a21oi_1               0.12
==> repair_timing <==
| item | CTS | global route |
|---|---|---|
| setup buffers | 4 | 0 |
| hold buffers | 0 | 0 |
| setup endpoints to repair | 7 | 2 |
| gates resized | 13 | 3 |
No activity file was given, so power comes from the tool's default toggle rates.
